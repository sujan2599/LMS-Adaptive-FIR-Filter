==> ./design.v <==
`timescale 1ns / 1ps
module filt_weight_update( clk,rst,xd0,xd1,xd2,xd3,hn0,hn1,hn2,hn3, errr);
    input signed [9:0] errr;
    input clk,rst;
    input signed [7:0] xd0, xd1, xd2, xd3;
    output reg signed [7:0] hn0, hn1, hn2, hn3;
    always@( posedge clk or posedge rst)
    begin
    if(rst)
        begin
         hn0 <= 8'd1;
         hn1 <= 8'd1;
         hn2 <= 8'd1;
         hn3 <= 8'd1;
        end
     else
        begin
         hn0 <= hn0 + (((errr*xd0)>>>4) - ((errr*xd0)>>>6));
         hn1 <= hn1 + (((errr*xd1)>>>4) - ((errr*xd1)>>>6));
         hn2 <= hn2 + (((errr*xd2)>>>4) - ((errr*xd2)>>>6));
         hn3 <= hn3 + (((errr*xd3)>>>4) - ((errr*xd3)>>>6));
        end
    end
endmodule
==> ./config.mk <==
export PLATFORM = sky130hd
export DESIGN_NAME = filt_weight_update
export DESIGN_NICKNAME = filt_weight_update
export VERILOG_FILES = /design/flow/design.v
export SDC_FILE = /design/flow/constraint.sdc
export NUM_CORES = 4
export LEC_CHECK = 1
export CORE_UTILIZATION = 30
==> ./constraint.sdc <==
current_design filt_weight_update

set clk_period 4.9
set clk_io_pct 0.2

create_clock -name clk0 -period $clk_period [get_ports {clk}]

set non_clock_inputs [all_inputs -no_clocks]
set_input_delay [expr $clk_period * $clk_io_pct] -clock clk0 $non_clock_inputs
set_output_delay [expr $clk_period * $clk_io_pct] -clock clk0 [all_outputs]
==> ./run.sh <==
#!/bin/bash
# OpenROAD 26Q1-2900-gdf79404cd8, Yosys 0.63+post, stock flow scripts
make -C /OpenROAD-flow-scripts/flow DESIGN_CONFIG=/design/flow/config.mk WORK_HOME=/design/flow/orfs finish
==> run_results.csv <==
group,metric,value,unit
die,core.rowCount,60,
timing,layout_setup_ws,-876.9,ps
cells_and_area,drive_above_1_share,34.05,%
timing,timing.setup.tns,-15170,ps
worst_setup_path,crit_path_start,"errr[3]",
cells_and_area,fill_cells,2448,
die,die_h,167.5,um
worst_setup_path,worstReg2RegStart,"hn3[1]",
flow_run,drv_cap,0,
logic_synthesis,ys_dominant_reg_cell,"dfrtp_1",
timing,setup_viol,28,
worst_setup_path,critical_path_required,5070,ps
worst_setup_path,critPathCaptureType,"flip-flop",
global_routing,groute.layer.met2.usage,25.54,%
worst_setup_path,worstPathMaxFanout,6,
route,wirelength,19.13,mm
route,drcViolationCount,0,
timing,whs,591.7,ps
clock_network,cts_buffers,5,
route,avgViaCountPerCell,4.255,
worst_setup_path,reg2reg_slack,2460,ps
timing,finClkSkew,1.418,ps
logic_synthesis,syn_area_per_cell,8.887,um^2
timing,period_needed,5777,ps
worst_setup_path,rr_worst_depth,10,
placed_design,dp_hpwl,14.56,mm
logic_synthesis,top_cells_by_area,"fa_1 27%, ha_1 18%, inv_1 11%",
route,vias,6387,
cells_and_area,area_delta_synth_final,45.84,%
logic_synthesis,ys_async_sr_fraction,100.0,%
cells_and_area,final_common_cell,"inv_1",
clock_network,cts-root-buf,"clkbuf_16",
global_routing,grt_most_used_layer,"met2",
hold_path,min_to,"hn0[7]",
logic_synthesis,ys_seq_share,9.802,%
route,wl_per_cell,12.75,um
global_routing,met3_usage,2.817,%
route,antenna_cells,0,
global_routing,grt_start_max_net_pins,33,
global_routing,overflow,0,
global_routing,track_usage,15.25,%
placed_design,preCtsSetupSlack,-1577,ps
route,postRouteAntennaNets,0,
status,violations,"setup timing",
hold_path,hold_depth,2,
logic_synthesis,yosys_area,8220,um^2
die,core,26950,um^2
clock_network,htreeDepth,2,
timing,finalCritPeriodShare,117.9,%
flow_run,tool_warnings,28,
die,io-pin-count,76,
worst_setup_path,rr_endpoint,"hn3[7]",
logic_synthesis,synth.cell_area,8220,um^2
clock_network,cts_tree,"done",
logic_synthesis,ys_types,37,
die,fp-utilization,30.50,%
timing,finalMaxSlewViolations,0,
worst_setup_path,worstSetupStartpointType,"primary input",
worst_setup_path,path_class,"primary input to flip-flop",
status,outcome,"finished, violations left",
logic_synthesis,ys.flops,32,
timing,hold_violations,0,
die,die_area,28070,um^2
timing,tightest_slew,460.9,ps
placed_design,dpl_cell_area,10740,um^2
die,fp.dieW,167.5,um
timing,rsz0062_at_grt,"true",
logic_synthesis,synthCells,925,
hold_path,hp-class,"flip-flop to flip-flop",
hold_path,min_from,"hn0[7]",
placed_design,dp_cells,1455,
logic_synthesis,yosys_warnings,1,
clock_network,cts_max_path_buffers,2,
logic_synthesis,edf_count,0,
timing,max_slew_margin,69.27,%
placed_design,gp_congestion,0.8500,
worst_setup_path,crit_arrival,5940,ps
timing,fmax,173.1,MHz
route,first_pass_iters,6,
clock_network,clk_latency,280,ps
cells_and_area,final_cells,1501,
clock_network,cts_hold_buf,0,
global_routing,grt_pass1_vias,6616,
clock_network,path_clk_slew,50,ps
route,drtIter0Drc,173,
cells_and_area,fin_area,11990,um^2
logic_synthesis,yosys_cells,925,
global_routing,met1_usage,21.42,%
clock_network,numClockSinks,32,
global_routing,grt_pass1_wl,32.79,mm
cells_and_area,final_cell_mix,"202 x inv_1, 123 x buf_4, 97 x fa_1",
logic_synthesis,top_cell_area_share,27.28,%
logic_synthesis,top_area_cell,"fa_1",
placed_design,port_buffers,75,
global_routing,antenna_found_initial,1,
timing repair:
| action | in CTS | in global routing |
|---|---|---|
| endpoints found under the hold margin | 0 | 0 |
| setup endpoints to repair | 29 | 28 |
| pin swaps | 110 | 77 |
| buffers inserted | 23 | 17 |
| resized | 212 | 87 |
| gates cloned | 6 | 0 |
metrics by stage:
step | util (%)
after floorplan | -
after global placement | 39.84
after detailed placement | 39.84
after CTS | 43.20
after global routing | 44.48
final | 44.48
cell families (layout without fill, tap and decap cells):
| group | after synthesis | in the layout | synth area share [%] |
|---|---|---|---|
| AND/OR/NAND/NOR | 238 | 238 | 15.80 |
| multiplexers | 1 | 1 | 0.1218 |
| buffers and inverters | 258 | 493 | 11.90 |
| XOR/XNOR | 103 | 103 | 11.93 |
| adder cells (fa/ha/maj) | 232 | 232 | 45.54 |
| AND-OR/OR-AND | 61 | 61 | 4.901 |
| flip-flops | 32 | 32 | 9.802 |
registers in the layout (all words and copies together), names as in the netlist:
| name | flops |
|---|---|
| hn3 | 8 |
| hn0 | 8 |
| hn1 | 8 |
| hn2 | 8 |
worst max-delay path: stages:
cell	delay [ps]
buf_12	100
buf_12	130
buf_4	140
and2_4	130
fa_1	510
ha_4	290
inv_2	30
fa_1	480
fa_1	570
inv_2	50
ha_4	260
nor2b_4	140
buf_6	110
nor2_4	40
xor2_2	170
fa_1	470
ha_1	300
a21o_1	180
a21oi_2	140
nor2b_1	60
o21a_1	210
o41ai_2	310
xnor2_1	110
final cells by class:
| type | count | area, um^2 | share of cell area (%) |
|---|---|---|---|
| Multi-Input combinational cell | 635 | 7328 | 61.13 |
| Inverter | 241 | 904.6 | 7.545 |
| Clock buffer | 5 | 125.1 | 1.044 |
| Sequential cell | 32 | 805.8 | 6.721 |
| Timing Repair Buffer | 247 | 2399 | 20.01 |
| Tap cell | 341 | 426.7 | 3.559 |
cell usage after synthesis, types with 14 or more instances:
cell and n:
a21o_1 18, a21oi_1 21, xnor2_1 73, fa_1 112
xor2_1 22, dfrtp_1 28, ha_1 120, and2_1 111
nor2_1 19, nand2_1 62, clkbuf_1 14, inv_1 241
per-layer routing:
layer | part of all wire (%) | vias up
li1 | - | 3218
met1 | 46 | 3059
met2 | 49 | 91
met3 | 3.7 | 17
met4 | 1.6 | 2
met5 | 0.068 | -
how the worst max path moves through the flow:
| stage | to | depth (start not counted) |
|---|---|---|
| CTS | hn2[7] | 22 |
| global route | hn2[7] | 22 |
| finish | hn1[7] | 23 |
