<file path="./run.sh">
#!/bin/bash
# OpenROAD 26Q1-2900-gdf79404cd8, Yosys 0.63+post, stock flow scripts
make -C /OpenROAD-flow-scripts/flow DESIGN_CONFIG=/design/flow/config.mk WORK_HOME=/design/flow/orfs finish
</file>
<file path="./config.mk">
export PLATFORM = sky130hd
export DESIGN_NAME = shift_reg
export DESIGN_NICKNAME = shift_reg
export VERILOG_FILES = /design/flow/design.v
export SDC_FILE = /design/flow/constraint.sdc
export NUM_CORES = 4
export LEC_CHECK = 1
export CORE_AREA = 10 10 94 94
export DIE_AREA = 0 0 104 104
</file>
<file path="./constraint.sdc">
current_design shift_reg

set clk_period 1.0
set clk_io_pct 0.2

create_clock -name clk0 -period $clk_period [get_ports {clk}]

set non_clock_inputs [all_inputs -no_clocks]
set_input_delay [expr $clk_period * $clk_io_pct] -clock clk0 $non_clock_inputs
set_output_delay [expr $clk_period * $clk_io_pct] -clock clk0 [all_outputs]
</file>
<file path="./design.v">
`timescale 1ns / 1ps
module shift_reg(xin,clk,rst,x0,x1,x2,x3);
    input signed [7:0] xin;
    input clk,rst;
    output reg signed [7:0] x0,x1,x2,x3;
    always@(posedge clk or posedge rst)
    if(rst)
    begin
        x3<=8'd0; 
        x2<=8'd0;
        x1<=8'd0;
        x0<=8'd0;
    end
    else
    begin
        x3<=x2; 
        x2<=x1;
        x1<=x0;
        x0<=xin;
    end
endmodule
</file>
==> job_summary.md <==
## Synthesis and layout report

| Metric | Value |
|---|---|
| Status | `completed` |
| Synth Seq Share | `0.995` |
| Yosys warning tally | `1` |
| Setup crit start kind | `flip-flop` |
| CP cell instances | `buf_2` |
| Initial antenna violation count | `0` |
| Yosys cell count | `33` |
| Synth async-reset ratio | `1.00` |
| Minimum clock period | `roughly 1 ns` |
| Distinct lib cells used | `2` |
| Area Overhead vs Synth | `74.5%` |
| Top cell area share | `0.995` |
| Comb area | `0 µm²` |
| Die Height | `104 µm` |
| Dominant flop cell | `dfrtp_1` |
| CP peak stage delay | `approximately 0.38 ns` |
| I/O Buffers | `slightly above 40` |
| Clk latency of the worst-skew pair | `0.27 ns` |
| Final hold slack | `~0.28 ns` |
| Top cells by area | `dfrtp_1, inv_1` |
| Number of fill cells | `roughly 750` |
| Max clock buf depth | `2` |
| Peak supply drop | `approximately 0.00041 V` |
| Most frequent cells after synthesis | `dfrtp_1, inv_1` |
| Share of cells above drive strength 1 | `0.567` |
| Residual DRC | `0` |
| Largest net degree at the start of global routing | `33` |
| I/O pin count | `42` |
| Critical path peak fanout | `2` |
| Critical R2R Launch | `x2[1]$_DFF_PP0_` |
| Post-synth top area cell | `dfrtp_1` |
| Max_cap viols | `0` |
| Mapped cell area | `805 µm²` |
| Ant. Diodes | `0` |
| # hold bufs at CTS | `0` |
| Final Cycle Share | `0.975` |
| Slew @ Worst Pin | `~0.17 ns` |
| Vias post-DR | `around 500` |
| Slew headroom | `0.886` |
| Crit path buf inv count | `1` |
| Worst Setup Path Type | `reg -> out` |
| CP arrival | `0.78 ns` |
| Slew Limit Fails | `0` |
| Drt total wl | `2.14 mm` |
| TritonRoute pass-1 iters | `2` |
| CTS sink cnt | `32` |
| Hold Path Class | `in -> async` |
| Yosys Chip Area | `805 µm²` |
| Routed length on met1 | `between 700 and 800 µm` |
| Total number of H-tree levels | `2` |
| Clock Root Buffer | `clkbuf_8` |
| Final Skew | `0.00181 ns` |
| # rows | `30` |
| Clock buffer count from CTS | `5` |
| Count of library flops with an enable pin | `0` |
| Static leakage | `~0.67 nW` |
| Overflow after GRT | `0` |
| Log Warnings | `27` |
| Nature of the critical path endpoint | `output pin` |
| Most common cell in the netlist | `dfrtp_1` |
| Core ar. | `6830 µm²` |
| Syn avg cell area | `24.4 µm²` |
| Critical path startpoint | `x0[1]$_DFF_PP0_` |
| Length of routed met2 wiring | `1.08 mm` |
| Met3 WL post-DR | `296 µm` |
| Reg clk slew, reported paths | `~0.06 ns` |
| CP required | `around 0.80 ns` |
| Mapped Cells | `33` |
| Top routing layer in use | `met4` |
| Endpoints failing setup | `0` |
| Final hold violations | `0` |
| Core Util, Final | `0.205` |
| Slowest CP cell | `dfrtp_1` |
| Comb_multi_in | `0` |
| Total global-route track usage | `0.0398` |
| Via-per-instance ratio | `about 2.6` |
| Highest clock rate | `a little over 1000 MHz` |
| Die width | `around 100 µm` |
| RSZ-0062 raised after global routing | `true` |
| Antenna Nets Post-Route | `0` |
| Drt initial violations | `9` |
| Flops & latches, synth | `32` |
| RePlAce Congestion | `0.634` |
| Die Area | `roughly 11,000 µm²` |
| WL per Instance | `roughly 11 µm` |
| Global-route wire length before repair | `approximately 3.3 mm` |
| TritonCTS clock tree | `done` |
| Vias in the first global route | `roughly 530` |
| Crit path max-delay family | `flip-flops` |
| FP Util | `0.118` |
| Tot Pwr | `~2.6 mW` |
| PD cells | `about 1800 nW/µm²` |
| Sum Neg Setup Slack | `0 ns` |
[power by group]
part,internal (mW),switching (mW)
sequential,1.36,0.0255
combinational,0.115,0.0515
clock,0.612,0.418
total,2.09,0.495
[layer usage]
metal | global-route usage | up-vias
met5 | 0 | -
met4 | 0.00696 | 0
met1 | 0.0402 | 249
li1 | - | 227
met3 | 0.0313 | 3
met2 | 0.0640 | 24
[registers in the layout, summed over array words and instances (netlist names)]
signal  flops
x1          8
x2          8
x3          8
x0          8
[worst min-delay path: cells and delay by family]
kind / cells / cell delay, ns
buf+inv: 3 / 0.69
[final timing paths]
check	cells past startpoint	slack [ns]	endpoint
max in group asynchronous	3	0.56	x2[4]$_DFF_PP0_
hold / removal	3	0.28	x0[7]$_DFF_PP0_
min in group clk0	1	0.36	x0[7]$_DFF_PP0_
setup reg to reg	2	0.28	x3[1]$_DFF_PP0_
setup / recovery	1	0.02	x0[1]
hold reg to reg	0	0.37	x2[6]$_DFF_PP0_
[area by class of cell]
| type | count | area [µm²] | share of cell area |
|---|---|---|---|
| clock buffers | 7 | 96.3 | 0.0686 |
| inverters | 1 | 3.75 | 0.00267 |
| flip-flops and latches | 32 | 801 | 0.570 |
| well taps | 96 | 120 | 0.0856 |
| repair buffers | 57 | 383 | 0.273 |
[per-stage QoR]
stage	std cells	setup slack (ns)	instance area, µm²
final	193	0.0247	1400
after global routing	193	-0.0171	1400
after CTS	193	-0.000693	1400
after detailed placement	177	-0.0511	1400
after global placement	177	-0.0682	1400
after floorplan	33	0.109	805
[cell usage in the layout, fill, tap and decap left out]
cell             instances
clkbuf_8                 7
dfrtp_1                 32
inv_1                    1
buf_12                   1
clkdlybuf4s50_1          9
buf_2                   32
buf_4                   15
[logic make-up (layout without fill, tap and decap cells)]
logic type	count (synthesis)	count (layout)	share of synthesized area
DFF	32	32	0.995
buffers and inverters	1	65	0.00466
[repair_timing]
| item | in CTS | in global routing |
|---|---|---|
| resized | 97 | 0 |
| setup buffers | 9 | 0 |
| endpoints found under the setup margin | 32 | 8 |
| pin swaps | 0 | 0 |
| hold endpoints to repair | 0 | 0 |
Power and IR drop assume default switching activity.
